<file path="flow/design.v">
module final_project_display (clk_50, rst, sw, key, hex0, hex1, hex2, clk_25, hsync, vsync, red, green, blue);
	input clk_50, rst;
	input [3:0] key;
	input [9:0] sw;
	output [6:0] hex0;
	output [6:0] hex1;
	output [6:0] hex2;
	output clk_25;
	output hsync;
	output vsync;
	output reg [7:0] red;
	output reg [7:0] green;
	output reg [7:0] blue;
	wire en_play, en_draw, en_erase;
	wire [9:0] x, y;
	reg [9:0] o_x1 = 325;
	reg [9:0] o_x2 = 425;
	reg [9:0] o_x3 = 525;
	reg [9:0] o_y1 = 0;
	reg [9:0] o_y2 = 0;
	reg [9:0] o_y3 = 0;
	reg [63:0] flag = 64'd9999990;
	reg [63:0] counter;
	reg flag1 = 1'd1;
	final_project_vga_controller vga (
		.clk_50(clk_50),
		.rst(rst),
		.clk_25(clk_25),
		.hsync(hsync),
		.vsync(vsync),
		.v_count(y),
		.h_count(x));
	always @(*) begin
		if (en_erase == 1'b0) begin
			if (y >= 0 && y < 525) begin
				if (x >= 300 && x <= 305) begin
					red = 8'hFF;
					green = 8'hFF;
					blue = 8'hFF;
				end else if (x >= 375 && x <= 380) begin
					red = 8'hFF;
					green = 8'hFF;
					blue = 8'hFF;
				end
				else if (x >= 400 && x <= 405) begin
					red = 8'hFF;
					green = 8'hFF;
					blue = 8'hFF;
				end else if (x >= 475 && x <= 480) begin
					red = 8'hFF;
					green = 8'hFF;
					blue = 8'hFF;
				end
				else if (x >= 500 && x <= 505) begin
					red = 8'hFF;
					green = 8'hFF;
					blue = 8'hFF;
				end else if (x >= 575 && x <= 580) begin
					red = 8'hFF;
					green = 8'hFF;
					blue = 8'hFF;
				end else begin
					red = 8'h00;
					green = 8'h00;
					blue = 8'h00;
				end
			end
			if (x > o_x1 & x < o_x1 + 30 & y > o_y1 & y < o_y1 + 30) begin
				red = 8'hFF;
				green = 8'hFF;
				blue = 8'hFF;
			end
			if (x > o_x2 & x < o_x2 + 30 & y > o_y2 & y < o_y2 + 30) begin
				red = 8'hFF;
				green = 8'hFF;
				blue = 8'hFF;
			end
			if (x > o_x3 & x < o_x3 + 30 & y > o_y3 & y < o_y3 + 30) begin
				red = 8'hFF;
				green = 8'hFF;
				blue = 8'hFF;
			end
			if (y >= 414 && y < 424) begin
				red = 8'hFF;
				green = 8'hFF;
				blue = 8'hFF;
			end
		end else begin
			if (y >= 0 && y < 525) begin
				red = 8'h00;
				green = 8'h00;
				blue = 8'h00;
			end
		end 
	end
	always @(posedge clk_50) begin
		if (rst == 1'b1)
			counter <= 64'd0;
		else begin
			if (en_play == 1'b1) begin
				if (counter == 64'd0) begin
					counter <= flag;
					if (o_y1 < 525 && flag1 == 1'd1)
						o_y1 <= o_y1 + 10;
					if (o_y2 < 525 && flag1 == 1'd2)
						o_y2 <= o_y2 + 30;
					if (o_y3 < 525 && flag1 == 1'd3)
						o_y3 <= o_y3 + 50;
					if (o_y1 > 430) begin
						o_y1 <= 50;
						flag1 <= 1'd2;
					end else if (o_y2 > 430) begin
						o_y2 <= 50;
						flag1 <= 1'd3;
					end else if (o_y3 > 430) begin
						o_y3 <= 50;
						flag1 <= 1'd1;
					end
				end else
					counter <= counter - 1'b1;
			end else begin
				counter <= 64'd0;
				o_y1 <= 50;
				o_y2 <= 50;
				o_y3 <= 50;
			end
		end
	end
	final_project_points pts(
		.clk(clk_50),
		.rst(rst),
		.key(key),
		.y1(o_y1),
		.y2(o_y2),
		.y3(o_y3),
		.seg7_dig0(hex0),
		.seg7_dig1(hex1),
		.seg7_dig2(hex2));
	final_project_main_control cont (
		.sw(sw),
		.clk(clk_50),
		.rst(rst),
		.en_draw(en_draw),
		.en_play(en_play),
		.en_erase(en_erase));
endmodule
module final_project_main (CLOCK_50, KEY, SW, LEDR, HEX0, HEX1, HEX2, VGA_CLK, VGA_HS, VGA_VS, VGA_R, VGA_G, VGA_B, VGA_BLANK_N);
	input CLOCK_50;
	input [9:0]SW;
	input [3:0]KEY;
	output [6:0] HEX0;
	output [6:0] HEX1;
	output [6:0] HEX2;
	output [9:0]LEDR;
	output VGA_CLK, VGA_HS, VGA_VS;
	output [7:0]VGA_R;
	output [7:0]VGA_G;
	output [7:0]VGA_B;
	output VGA_BLANK_N;
	wire rst;
	assign rst = SW[4];
	final_project_display disp (
		.clk_50(CLOCK_50),
		.rst(rst),
		.key(KEY),
		.sw(SW),
		.hex0(HEX0),
		.hex1(HEX1),
		.hex2(HEX2),
		.clk_25(VGA_CLK),
		.hsync(VGA_HS),
		.vsync(VGA_VS),
		.red(VGA_R),
		.green(VGA_G),
		.blue(VGA_B));
endmodule
module final_project_main_control (sw, clk, rst, en_draw, en_play, en_erase);
	input [9:0] sw;
	input clk, rst;
	output reg en_draw, en_play, en_erase;
	reg ready_draw, ready_erase, ready_play;
	reg [2:0] S;
	reg [2:0] NS;
	localparam IDLE = 3'b000,
		DRAW = 3'b001,
		PLAY = 3'b010,
		ERASE = 3'b011,
		UPDATE = 3'b100;
	always @(posedge clk or posedge rst) begin
		if (rst == 1'b1)
			S <= IDLE;
		else
			S <= NS;
	end
	always @(*) begin
		case(S)
			IDLE: NS = (sw[0] & ~sw[1] & ~sw[2]) ? DRAW : IDLE;
			DRAW: NS = (sw[1] & sw[0] & ~sw[2]) ? PLAY : DRAW;
			PLAY: NS = (sw[2] & sw[0] & sw[1]) ? ERASE : PLAY;
			ERASE: NS = UPDATE;
			UPDATE: NS = IDLE;
		endcase
	end
	always @(*) begin
		en_draw = 1'b0;
		en_play = 1'b0;
		en_erase = 1'b0;
		case(S)
			IDLE: begin
				en_draw = 1'b0;
				en_play = 1'b0;
				en_erase = 1'b0;
			end
			DRAW: begin
				en_draw = 1'b1;
				en_play = 1'b0;
				en_erase = 1'b0;
			end
			PLAY: begin
				en_draw = 1'b1;
				en_play = 1'b1;
				en_erase = 1'b0;
			end
			ERASE: begin
				en_draw = 1'b0;
				en_play = 1'b0;
				en_erase = 1'b1;
			end
			UPDATE: begin
				en_draw = 1'b0;
				en_play = 1'b0;
				en_erase = 1'b0;
			end
		endcase
	end	
endmodule
module final_project_points(clk, rst, key, y1, y2, y3, seg7_dig0, seg7_dig1, seg7_dig2);
	input clk;
	input rst;
	input [3:0] key;
	input [9:0] y1;
	input [9:0] y2;
	input [9:0] y3;
	output [6:0] seg7_dig0;
	output [6:0] seg7_dig1;
	output [6:0] seg7_dig2;
	reg [6:0] score;
	always @(posedge clk) begin
		if (rst == 1'b1)
			score <= 0;
		else begin
			if (key[3] == 1'b0) begin
				if (y1 + 15 >= 414 & y1 - 15 <= 424)
					score <= score + 1;
			end
			if (key[2] == 1'b0) begin 
				if (y2 + 15 >= 414 & y2 - 15 <= 424)
					score <= score + 1;
			end
			if (key[1] == 1'b0) begin 
				if (y3 + 15 >= 414 & y3 - 15 <= 424)
					score <= score + 1;
			end
		end
	end
	final_project_seven_seg score_disp (
		.score(score),
		.seg7_dig0(seg7_dig0),
		.seg7_dig1(seg7_dig1),
		.seg7_dig2(seg7_dig2));
endmodule
module final_project_seven_seg (score, seg7_dig0, seg7_dig1, seg7_dig2);
	input [6:0] score;
	output [6:0] seg7_dig0;
	output [6:0] seg7_dig1;
	output [6:0] seg7_dig2;
	reg [3:0] result_one_digit;
	reg [3:0] result_ten_digit;
	reg [3:0] result_hundred_digit;
	always @(*) begin
		result_one_digit = score % 10;
		result_ten_digit = (score / 10) % 10;
		result_hundred_digit = score / 100;
	end
	final_project_seven_seg_disp lsb(result_one_digit, seg7_dig0);
	final_project_seven_seg_disp mid_dig(result_ten_digit, seg7_dig1);
	final_project_seven_seg_disp msb(result_hundred_digit, seg7_dig2);
endmodule
module final_project_seven_seg_disp (
input [3:0]i,
output reg [6:0]o
);
always @(i)begin
    o = 7'b1000000;
    case(i)
        4'd0: o = 7'b1000000;
        4'd1: o = 7'b1111001;
        4'd2: o = 7'b0100100;
        4'd3: o = 7'b0110000;
        4'd4: o = 7'b0011001;
        4'd5: o = 7'b0010010;
        4'd6: o = 7'b0000010;
        4'd7: o = 7'b1111000;
        4'd8: o = 7'b0000000;
        4'd9: o = 7'b0010000;
        default: o = 7'b1000000;
    endcase
end
endmodule
module final_project_vga_controller (
    input wire clk_50,  
    input wire rst,        
    output reg clk_25,  
    output reg hsync,      
    output reg vsync,      
    output reg [9:0] h_count = 0,
    output reg [9:0] v_count = 0
);
    always @(posedge clk_50) begin
        if (rst) begin
            clk_25 <= 0;
        end else begin
            clk_25 <= ~clk_25;
        end
    end
    parameter h_front_porch = 16;
    parameter h_sync_pulse = 96;
    parameter h_back_porch = 48;
    parameter h_total_pixels = 800;
    parameter v_front_porch = 10;
    parameter v_sync_pulse = 2;
    parameter v_back_porch = 33;
    parameter v_total_lines = 525;
	 reg [9:0] note_top = 0;
	 reg [9:0] note_bottom = 80;
	 reg [9:0] flag = 0;
    always @(posedge clk_25 or posedge rst) begin
        if (rst) begin
            h_count <= 0;
            v_count <= 0;
				note_top <= 0;
				note_bottom <= 80;
        end else begin
            if (h_count < h_total_pixels - 1) begin
                h_count <= h_count + 1;
            end else begin
                h_count <= 0;
                if (v_count < v_total_lines - 1) begin
                    v_count <= v_count + 1;
                end else begin
                    v_count <= 0;
                end
            end
				if (flag == 5) begin
					flag <= 0;
					if (note_top > 445) begin
						note_top <= 0;
						note_bottom <= 0;
					end else begin
						note_top <= note_top + 1;
						note_bottom <= note_bottom + 1;
					end
				end else begin
					flag <= flag + 1;
				end
        end
    end
    always @(*) begin
        hsync = ~(h_count < h_sync_pulse);
        vsync = ~(v_count < v_sync_pulse);
    end
	 parameter empty_space = 80; 
    wire display_active = (h_count >= h_sync_pulse + h_back_porch + empty_space) &&
                          (h_count < h_total_pixels - h_front_porch - empty_space) &&
                          (v_count >= v_sync_pulse + v_back_porch) &&
                          (v_count < v_total_lines - v_front_porch);
	 reg border_loc;
	 always @(*)
	 begin
		border_loc = (v_count <= v_sync_pulse + v_back_porch + 10) ||
						 (v_count >= v_total_lines - v_front_porch - 10)||
						 (h_count <= h_sync_pulse + h_back_porch + 10 + empty_space)||
						 (h_count >= h_total_pixels - h_front_porch - 10 - empty_space); 
	 end
endmodule
</file>
<file path="flow/run.sh">
#!/bin/bash
# OpenROAD 26Q1-2900-gdf79404cd8, Yosys 0.63+post, stock flow scripts
make -C /OpenROAD-flow-scripts/flow DESIGN_CONFIG=/design/flow/config.mk WORK_HOME=/design/flow/orfs finish
</file>
<file path="flow/config.mk">
export PLATFORM = sky130hd
export DESIGN_NAME = final_project_main
export DESIGN_NICKNAME = final_project_main
export VERILOG_FILES = /design/flow/design.v
export SDC_FILE = /design/flow/constraint.sdc
export NUM_CORES = 4
export LEC_CHECK = 1
export CORE_UTILIZATION = 50
</file>
<file path="flow/constraint.sdc">
current_design final_project_main

set clk_period 13.7
set clk_io_pct 0.2

create_clock -name clk0 -period $clk_period [get_ports {CLOCK_50}]

set non_clock_inputs [all_inputs -no_clocks]
set_input_delay [expr $clk_period * $clk_io_pct] -clock clk0 $non_clock_inputs
set_output_delay [expr $clk_period * $clk_io_pct] -clock clk0 [all_outputs]
</file>
==> flow_summary.ini <==
; physical design summary
[run]
maxCapViolCount = 0
warning_count = 62

[setup_path]
rr_startpoint = disp.counter[43]
worstPathMaxFanout = 14
reg2reg_slack_ps = 10110
r2r_cells = 8
crit_required_ps = 10960
critPathCaptureType = output pin
critPathKind = register to output pin
worstReg2RegEnd = disp.o_y1[9]
start_kind = register
crit_arrival_ps = 4380

[clock_network]
clkLatencyLatePin_ps = 360
numCtsBuffers = 9
cts_tree = done
post_cts_resized = 0
postCtsSetupBuffers = 0
cts.path.max_buffers = 2
cts_root_buffer = clkbuf_16
path_clk_slew_ps = 80
htree_levels = 3
postCtsHoldBufs = 0

[hold_path]
min-delay-path-class = register to register
min_to = disp.counter[32]
min_from = disp.counter[32]
whs_path_depth = 2

[routing]
diodes = 0
wirelength_um = 23100
dr_wl_met2_um = 9870
dr.pass1.iters = 5
drt_iter0_markers = 326
ant_nets = 0
drc_errors = 0
wl_met1_um = 12400
highest_layer = met4
wl_per_cell_um = 14.7
routed-via-count = 8793
met3_length_um = 750
via_per_inst = 5.57

[power_and_ir_drop]
pwr-share-clk = 0.391
max-vdd-ir-drop_uv = 63.5
power_density_nw_per_um2 = 61.7
swShare = 0.283
p_sw_mw = 0.199
p_leak_nw = 4.78
p_comb_frac = 0.126
seqPwrFrac = 0.483
internal_power_mw = 0.505

[floorplanning]
die_y_um = 148
initCoreUtil = 0.508
rows = 53
io_pins = 74
core-area_um2 = 21000
die_w_um = 148
dieArea_um2 = 21900

[finish]
drive_gt1_frac = 0.0460
syn2layout_area_growth_pct = 7.42
fill_cells = 2000
fin_util = 0.545

[grt]
grt-ovfl-total = 0
grt_usage = 0.226
grt_start_max_net_pins = 53
grt_pass1_wl_um = 39600
grt_pass1_vias = 7894
antenna_found_initial = 0

[sta]
fmax_ghz = 0.140
setup_viol = 0
worst_pin_slew_ps = 848
rsz0062_at_grt = false
untimed_endpoints = 53
finalClockSkew_ps = 14.3
unclocked_pins = 24
final.period_utilization = 0.520
maxSlewViolCount = 0
hold_viol = 0
relSlewSlack = 0.435
tns_ps = 0
fin_crit_ps = 7120

[placed_design]
port_buffers = 52
gp_congestion = 0.896
dp_hpwl_um = 16600

[synth]
syn_inst = 1307
ys_types = 98
netlist_area_um2 = 10600
syn_area_per_cell_um2 = 8.14
synth_flops = 130
synth.yosys.warnings = 21
async_reset_ff_frac = 0.177
ff_type = dfxtp_1
edf_count = 31
ys_cells = 1307
synth_chip_area_um2 = 10600

[outcome]
status = complete, no violations
## cells by family (layout without fill, tap and decap cells)
kind of cell               after synthesis  after routing  share of synthesized area
latches                                  4              4                    0.00564
and+or+nand+nor                        508            508                      0.236
adders and majority gates              100            100                      0.117
AOI/OAI and AO/OA                      273            273                      0.173
other                                    2             15                   0.000706
buffers and inverters                  152            136                     0.0704
DFF                                    126            126                      0.277
xor gates and xnor gates               130            130                      0.108
muxes                                   12             12                     0.0119
## registers in the layout (all words and copies together), names as in the netlist, 3 cells and up
signal            count
disp.counter         64
disp.cont.NS          3
disp.vga.h_count     10
disp.o_y3            10
disp.vga.v_count     10
disp.pts.score        7
disp.cont.S           3
disp.o_y1            10
disp.o_y2            10
## worst max-delay path by stage
| stage | startpoint | end | slack [ps] | cells after the start |
|---|---|---|---|---|
| finish | disp.pts.score[4] | HEX0[6] | 6580 | 15 |
| global route | disp.pts.score[4] | HEX0[6] | 6190 | 17 |
| CTS | disp.pts.score[4] | HEX0[6] | 6580 | 15 |
## per-stage QoR
step / total power, mW / instance area [µm²] / cells / hold WS (ps) / worst slack (ps)
after floorplan: 0.415 / 10700 / 1320 / 447 / 7320
after global placement: 0.437 / 11100 / 1563 / 472 / 7000
after detailed placement: 0.437 / 11100 / 1563 / 477 / 7000
after CTS: 0.718 / 11400 / 1579 / 492 / 6580
after global routing: 0.743 / 11400 / 1579 / 536 / 6190
final: 0.705 / 11400 / 1579 / 490 / 6580
## critical path, cell delays in order, from the launching register on
cell             delay (ps)
dfxtp_1                 310
nor2_1                  280
inv_1                   110
ha_1                    430
nor2b_1                  70
buf_4                   190
a311o_1                 320
a211o_1                 320
a211oi_1                350
and2_1                  340
xnor2_1                 160
ha_1                    230
maj3_1                  340
nor2_1                   90
a21oi_1                  40
clkdlybuf4s50_1         410
## power groups by stage
stage / clock, mW / sequential, mW / combinational, mW
after CTS: 0.287 / 0.340 / 0.0903
after global routing: 0.300 / 0.341 / 0.101
final: 0.276 / 0.340 / 0.0890
## cell type report
type | count | area, µm² | share of cell area
timing repair buffer | 64 | 611 | 0.0534
clock inverter | 7 | 96.3 | 0.00843
sequential | 130 | 3010 | 0.263
tap | 275 | 344 | 0.0301
inverter | 56 | 210 | 0.0184
multi-input combinational | 1038 | 6940 | 0.607
clock buffer | 9 | 225 | 0.0197
## placed cells by master (no fill, tap or decap), types with 12 or more instances in the layout
cell type,netlist,layout
dfrtp_1,23,23
xor2_1,33,33
nor2b_1,19,19
a21oi_1,66,65
clkdlybuf4s50_1,0,52
nand2b_1,23,23
edfxtp_1,31,31
o21ai_0,58,58
nand3_1,39,39
inv_1,50,50
buf_4,40,12
conb_1,2,15
ha_1,97,97
nor2_1,178,178
nand4_1,20,20
a211oi_1,15,15
and3_1,14,14
nor4_1,15,15
a31oi_1,14,14
nor3_1,42,42
nand2_1,92,92
a21o_1,15,15
and2_1,12,12
dfxtp_1,72,72
xnor2_1,96,96
## metal layers
layer | vias up | track usage
li1 | 4578 | -
met1 | 4063 | 0.376
met2 | 142 | 0.335
met3 | 10 | 0.0258
met4 | 0 | 0.0134
met5 | - | 0
## synthesized netlist by cell type (all sizes together), types with 31 or more instances
master	count	share of area
nand2	92	0.032
xnor2	97	0.081
nor2	179	0.063
a21oi	67	0.032
clkbuf	39	0.014
xor2	33	0.027
dfxtp	72	0.14
edfxtp	31	0.087
ha	97	0.11
buf	57	0.037
inv	51	0.018
nand3	40	0.019
nor3	44	0.022
o21ai	63	0.030
No activity file was given, so power comes from the tool's default toggle rates.
